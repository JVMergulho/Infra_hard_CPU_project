<file path="./design.v">
module multiplier (input wire clk, reset, start,
            input wire [31:0] A, B,
            output reg [31:0] Hi, Lo
);
  reg [31:0] Q;  
  reg [31:0] Acc;  
  reg Q_minus;  
  reg [5:0] counter;
  reg [31:0] Complemento_A;
  always @(posedge clk) begin
    if (reset == 1'b1 || start == 1'b1) begin
      Q = B;  
      Acc = 32'd0;
      Q_minus = 1'b0;
      counter = 6'd32;
      Complemento_A = ~A + 1;
      Hi = 32'd0;
      Lo = 32'd0;
    end else if (counter != 6'd0) begin
      if (Q[0] == 1'b0 && Q_minus == 1'b1) begin
        Acc = Acc + A;
      end
      else if (Q[0] == 1'b1 && Q_minus == 1'b0) begin
        Acc = Acc + Complemento_A;  
      end
      {Acc,Q,Q_minus} = {Acc,Q,Q_minus} >>> 1'b1;
      if (Acc[30] == 1'b1) begin  
		    Acc[31] = 1'b1;
		  end
      counter = counter - 6'd1;
      if (counter == 6'd0) begin 
        if (Acc == 32'b11111111111111111111111111111111) begin
          Acc = 32'b00000000000000000000000000000000;
        end
        Hi = Acc;
        Lo = Q;
      end
    end
  end 
endmodule
</file>
<file path="./run.sh">
#!/bin/bash
# OpenROAD 26Q1-2900-gdf79404cd8, Yosys 0.63+post, stock flow scripts
make -C /OpenROAD-flow-scripts/flow DESIGN_CONFIG=/design/flow/config.mk WORK_HOME=/design/flow/orfs finish
</file>
<file path="./config.mk">
export PLATFORM = sky130hd
export DESIGN_NAME = multiplier
export DESIGN_NICKNAME = multiplier
export VERILOG_FILES = /design/flow/design.v
export SDC_FILE = /design/flow/constraint.sdc
export NUM_CORES = 4
export LEC_CHECK = 1
export CORE_UTILIZATION = 50
</file>
<file path="./constraint.sdc">
current_design multiplier

set clk_period 24.2
set clk_io_pct 0.2

create_clock -name clk0 -period $clk_period [get_ports {clk}]

set non_clock_inputs [all_inputs -no_clocks]
set_input_delay [expr $clk_period * $clk_io_pct] -clock clk0 $non_clock_inputs
set_output_delay [expr $clk_period * $clk_io_pct] -clock clk0 [all_outputs]
</file>
==> flow_metrics.py <==
# Physical implementation metrics
metrics = {
    "run_status": {
        "outcome": "finished, final reports clean",
    },
    "clock_tree": {
        "cts_root_buffer": "clkbuf_16",
        "cts_hold_buffers": 0,
        "cts_resized": 0,
        "cts_setup_buffers": 0,
        "cts_buffer_depth": 2,
        "cts_tree": "done",
        "clkSinkCount": 165,
        "cts_buffers": 17,
        "clk_latency_ps": 430,
        "clkSlewWorstSetupHoldPaths_ps": 80,
        "htreeDepth": 4,
    },
    "detailed_routing": {
        "dr_total_vias": 11230,
        "viasPerCell": 6.209,
        "wl_um": 38790,
        "diodes": 0,
        "wl_per_cell_um": 21.45,
        "route.detailed.drc": 0,
        "ant_nets": 0,
        "drt_iter0_markers": 930,
        "drtPass1Iterations": 6,
    },
    "logic_synthesis": {
        "ys_cells": 1425,
        "most_common_cell": "nand2_1",
        "area_leaders": "dfxtp_1, edfxtp_1, nand2_1",
        "top_area_cell": "dfxtp_1",
        "synth-edff-count": 64,
        "syn_inst": 1425,
        "ys_seq_share_pct": 34.28,
        "syn_area_per_cell_um2": 8.074,
        "synth_chip_area_um2": 11510,
        "synth_area_um2": 11510,
        "ff_type": "dfxtp_1",
        "synth_cell_types": 84,
        "netlist_top_cells_count": "nand2_1, a21oi_1, dfxtp_1, nor2_1, o21ai_0",
        "yosys.area.top_type_share_pct": 17.57,
        "numSynthFlops": 165,
        "yosys_warnings": 1,
        "ys_async_sr_fraction_pct": 0,
    },
    "die": {
        "rows": 55,
        "fp-utilization_pct": 50.98,
        "core_um2": 22570,
        "die_y_um": 153.7,
        "die_area_um2": 23620,
        "pin_count": 131,
        "die_w_um": 153.7,
    },
    "setup_path": {
        "start_kind": "input pin",
        "crit_path_end_kind": "flip-flop",
        "critPathKind": "in -> reg",
        "r2r_end": "Acc[25]",
        "crit_arrival_ps": 9620,
        "r2r_setup_slack_ps": 18900,
        "startpoint": "A[0]",
        "crit_fanout": 22,
        "reg2reg_from": "Acc[14]",
        "reg2reg_depth": 13,
        "crit_required_ps": 24500,
    },
    "timing": {
        "hold_viol_final": 0,
        "final.period_utilization_pct": 38.50,
        "tightest_slew_ps": 810.4,
        "skew_ps": 14.68,
        "min_period_ps": 9317,
        "rsz0062_at_grt": "no",
        "max-slew-margin-rel_pct": 45.98,
        "setup_tns_ps": 0,
        "fmax_ghz": 0.1073,
        "setup_viol": 0,
        "drv_slew": 0,
    },
    "min_path": {
        "holdCritPathClass": "reg -> reg",
        "hp-start": "Lo[25]",
        "hold_path_depth": 2,
        "hold_end": "Lo[25]",
    },
    "job": {
        "maxCapViolCount": 0,
        "openroad.warnings": 27,
    },
    "power_and_ir_drop": {
        "internal_power_w": 0.0005301,
        "p_sw_share_pct": 36.44,
        "leakage_nw": 5.054,
        "clkPwrFrac_pct": 33.3,
        "p_comb_share_pct": 28.1,
        "sequentialPowerShare_pct": 38.6,
        "peakVddDrop_mv": 0.05193,
        "p_sw_w": 0.0003039,
        "p_per_area_nw_per_um2": 61.56,
    },
    "global_route": {
        "grt_antenna_before_repair": 0,
        "grt_max_degree": 70,
        "grt_usage_pct": 34.50,
        "overflow": 0,
        "grt_pass1_vias": 10320,
        "grt_pass1_wl_um": 60030,
    },
    "cells_and_area": {
        "area_delta_synth_final_pct": 17.75,
        "drive_above_1_share_pct": 6.041,
        "post-route-cell-area_um2": 13550,
    },
    "placed_design": {
        "port_buffers": 130,
        "placed_area_um2": 12950,
        "gp_congestion": 1.052,
        "hpwl_um": 29210,
    },
}
[logic make-up after synthesis]
group	after synthesis	synth area share (%)
buffers and inverters	108	4.100
adder cells (fa/ha/maj)	67	7.416
flip-flops	165	34.28
multiplexers	21	1.881
AND/OR/NAND/NOR	601	23.95
AND-OR/OR-AND	400	23.59
XOR/XNOR	63	4.796
[state kept, by name (all words and copies together), names as in the netlist]
name	count
counter	6
Hi	31
Lo	32
Q	32
Complemento_A	32
Q_minus	1
Acc	31
[power groups by stage]
stage     Sequential [W]  Combinational (W)  Clock [W]
6_report        0.000322           0.000235   0.000277
5_1_grt         0.000324           0.000254   0.000294
4_1_cts         0.000322           0.000229   0.000281
[per-stage QoR]
step,cells,utilization [%],setup slack [ps],hold WS (ps),power (W)
finish,1808,60.02,14880,456.2,0.0008340
global placement,1776,57.37,14570,441.1,0.0005559
floorplan,1425,-,15880,419.2,0.0004765
detailed placement,1776,57.37,14530,448.5,0.0005547
CTS,1808,60.02,14940,459.8,0.0008314
global route,1808,60.02,14560,472.3,0.0008717
[critical path, cell delays in order]
cell	delay (ps)
clkdlybuf4s50_1	610
ha_1	240
inv_1	60
fa_1	410
nor2b_1	180
o21a_1	300
nor3_1	70
o311ai_1	240
o211ai_1	260
or4bb_1	540
nand4b_1	210
nor4_1	240
nand4b_1	170
nor4_2	740
buf_4	360
o21ai_0	120
[routing by layer]
metal	track usage, %	part of all wire [%]	vias to the layer above
met2	50.13	44	480
met3	9.905	10	62
met5	0	0	-
met1	52.46	43	5275
li1	-	-	5408
met4	8.190	2.8	0
[cells in the final DEF, fill, tap and decap left out, types with 21 or more instances in the layout]
cell | netlist | final
nand2_1 | 312 | 312
nor2_1 | 97 | 93
xnor2_1 | 42 | 42
ha_1 | 65 | 65
inv_1 | 22 | 22
a21oi_1 | 113 | 113
o21ai_0 | 70 | 70
nand4_1 | 27 | 27
nand3_1 | 26 | 26
clkdlybuf4s50_1 | 0 | 130
edfxtp_1 | 64 | 64
xor2_1 | 21 | 21
nor3_1 | 28 | 28
dfxtp_1 | 101 | 101
[worst max path at each step]
stage / endpoint / slack (ps)
final: Acc[25] / 14880
after global routing: Acc[25] / 14560
after CTS: Acc[25] / 14940
[layout make-up]
cell class	instances	area (µm²)
clock buffer	17	425.4
clock inverter	15	172.7
fill	2016	9024
inverter	24	91.34
multi-input combinational	1152	7107
sequential	165	3944
tap	285	356.6
timing repair buffer	150	1451
Power figures rest on the tool's default switching activity, not on a simulated workload.
