==> ./design.v <==
module divider (
  input wire clk, reset, start,
  input wire [31:0] dividendo,
  input wire [31:0] divisor,
  output reg divzero,
  output reg [31:0] Hi, Lo
);
  reg [63:0] div;  
  reg [63:0] resto;  
  reg [31:0] quociente;
  reg [5:0] counter;
  always @(posedge clk) begin
    if (reset == 1'b1 || start == 1'b1) begin
      if (divisor == 32'd0) begin  
        divzero = 1'b1;
        end 
      else begin
        if (dividendo[31] == 1'b1) begin
          resto[31:0] = ~dividendo + 1'b1;  
        end else begin
          resto[31:0] = dividendo;
        end
        if (divisor[31] == 1'b1) begin
          div[63:32] = ~divisor + 1'b1;  
        end else begin
          div[63:32] = divisor;
        end
        div[31:0] = 32'd0;
        resto[63:32] = 32'd0;
        quociente = 32'd0;
        Hi = 32'd0;
        Lo = 32'd0;
        divzero = 1'b0;
        counter = 6'd33;
      end
    end else 
      if (divzero != 1'b1 && counter != 6'd0) begin
        resto = resto - div;
        if (resto[63] == 1'b1) begin
          resto = resto + div;
          quociente = quociente << 1'b1;
          quociente[0] = 1'b0;
        end else begin
          quociente = quociente << 1'b1;
          quociente[0] = 1'b1;
        end
        div = div >> 1'b1;
        counter = counter - 6'd1;
        if (counter == 6'd0) begin  
          if (divisor[31] != dividendo[31]) begin  
            if (divisor[31] == 1'b1) begin  
              Hi = resto[31:0];
              Lo = ~quociente + 1'b1; 
            end else begin  
              Hi = ~resto[31:0] + 1'b1; 
              Lo = ~quociente + 1'b1; 
            end
          end else
            if (divisor[31] == 1'b1) begin  
              Hi = ~resto[31:0] + 1'b1;
              Lo = quociente;
          end else begin 
            Hi = resto[31:0];
            Lo = quociente;
        end
      end
    end
  end
endmodule
==> ./run.sh <==
#!/bin/bash
# OpenROAD 26Q1-2900-gdf79404cd8, Yosys 0.63+post, stock flow scripts
make -C /OpenROAD-flow-scripts/flow DESIGN_CONFIG=/design/flow/config.mk WORK_HOME=/design/flow/orfs finish
==> ./config.mk <==
export PLATFORM = sky130hd
export DESIGN_NAME = divider
export DESIGN_NICKNAME = divider
export VERILOG_FILES = /design/flow/design.v
export SDC_FILE = /design/flow/constraint.sdc
export NUM_CORES = 4
export LEC_CHECK = 1
export CORE_UTILIZATION = 40
==> ./constraint.sdc <==
current_design divider

set clk_period 33.2
set clk_io_pct 0.2

create_clock -name clk0 -period $clk_period [get_ports {clk}]

set non_clock_inputs [all_inputs -no_clocks]
set_input_delay [expr $clk_period * $clk_io_pct] -clock clk0 $non_clock_inputs
set_output_delay [expr $clk_period * $clk_io_pct] -clock clk0 [all_outputs]
==> summary.txt <==
Notes from the flow run.

Finish:
- The library cells used most frequently in the layout, excluding fill and tap cells, are sky130_fd_sc_hd__nand2_1 (237), sky130_fd_sc_hd__edfxtp_1 (230), sky130_fd_sc_hd__nor2_1 (201).
- The run gives the number of non-filler instances in the completed layout as 3096.
- Relative to the synthesized area, the layout overhead comes to 13.0%.
- In the final layout, the share of cells above drive strength 1 is 5.40%.
- Per the cell usage report, the commonest logic cell in the layout is sky130_fd_sc_hd__nand2_1.

Power and ir drop:
- Per the summary, power density relative to cell area is 107 nW/µm².
- The run puts the combinational cell fraction of total power at 70.4%.
- Sequential cells burn 17.4% of the power.
- The run puts the switching share of power at 50.0%.
- The run gives the maximum VDD drop as 0.0000593 V.
- The run puts the reported net switching power at 1250 µW.
- The script extracted a total leakage power of 0.00939 µW.
- The run puts the clock share of power at 12.1%.
- In the power breakdown, the internal column shows 1250 µW.

Die:
- The run gives the number of I/O pins as 132.
- The run puts the effective utilization at floorplan at 40.7%.
- The run puts the number of standard-cell rows in the floorplan at 82.
- The run gives the vertical die size as 229 µm.
- The total area inside the core boundary comes to 50500 µm².
- The run gives the area of the die as 52300 µm².
- The run puts the horizontal die dimension at 229 µm.

Yosys:
- The synthesis report lists the Yosys warning total as 1.
- The run gives the tally of unique sky130hd cells used after synthesis as 110.
- In this run, synthesis inferred 230 flip-flops with an integrated enable.
- After synthesis, the chip area reported by Yosys is 20600 µm².
- Averaged over all synthesized cells, the footprint is 8.78 µm².
- The run gives the synthesized instance count as 2343.
- The run puts the fraction of registers with async set or reset after synthesis at 0%.
- The run gives the number of cells in Yosys stat as 2343.
- Of the synthesized area, sequential elements account for 33.6%.
- The run gives the post-synth design cell area as 20600 µm².
- The run puts the number of synthesized register bits at 230.
- The synthesis report names the predominant flop master as sky130_fd_sc_hd__edfxtp_1.

Final timing:
- The run gives the achievable frequency as 99.4 MHz.
- The worst path uses 30.3% of the clock period.
- Measured against its own limit, the worst slew margin works out to 32.8%.
- Setup repair after global routing left no endpoint under its margin.
- Between clock sinks in the finished design, the worst skew comes to 32.3 ps.
- The run puts the final-layout setup total negative slack at 0 ps.
- The routed design could run at a clock period as short as 10060 ps.
- The run gives the actual transition at the worst max-transition pin as 1000 ps.
- The run puts the post-route worst setup slack at 23140 ps.
- The run puts the number of setup violations in the final report at 0.
- Endpoints failing hold in the final report were tallied at 0.
- For reference, the final report shows the max-slew violation count at 0.

Global route:
- The run gives the number of antenna violations at the first check in global routing as 1.
- The run gives the global route total overflow as 0.
- The run gives the global-route wire length before repair as 95.4 mm.
- The run puts the pin count of the biggest net entering global routing at 124.
- The via count of the first global-routing pass came to 17.2k.
- Global routing used 24.2% of the available tracks across all layers.

CTS:
- As reported, the later end of the worst-skew pair has a clock insertion delay of 590 ps.
- The run gives the cell at the root of the clock tree as sky130_fd_sc_hd__clkbuf_16.
- The run gives the number of resized instances in the post-cts repair step as 0.
- The run puts the clock transition at the register clock pins on the worst setup and hold paths after CTS at 60 ps.
- The run puts the worst-case clock buffer depth at 3.
- The run gives the hold buffer count at CTS as 0.
- The run gives the count of H-tree levels built during CTS as 1.
- The tree built by TritonCTS fans out to 230 sinks.
- The run gives the TritonCTS clock tree as built.
- The run puts the number of buffers created by CTS at 29.
- The run gives the number of post-CTS setup repair buffers as 0.

Drt:
- The run gives the routed wirelength normalized by instance count as 19.8 µm.
- The run puts the number of vias per cell after detailed routing at 5.74.
- The run puts the violation count after the first detailed-route iteration at 1202.
- The run gives the final routed DRC violation total as 0.
- The run puts the iteration count of the initial detailed-routing pass at 6.
- The run puts the total number of vias at 17.8k.
- The run gives the remaining antenna violation count as 0.
- The run puts the wire length after detailed routing at 61.3 mm.
- The run puts the count of antenna diodes in the layout at 0.

Critical path:
- The run gives the launching element type of the critical path as a primary input.
- The data arrival time reported for the critical path is 10240 ps.
- The run gives the nature of the critical path endpoint as a register.
- The run gives the critical-path maximum fanout as 123.
- The run gives the slack of the worst reg-to-reg path as 25960 ps.
- The run gives the class of the most critical setup path as primary input to register.
- The run gives the data required time at the worst endpoint as 33380 ps.

Place:
- The run puts the post-DP HPWL at 47.6 mm.
- Including well taps, the total number of placed cells is 3045.
- The run gives the routability congestion estimate from global placement as 0.969.
- The run gives the number of buffers inserted by port buffering as 131.
- The run gives the worst setup slack before clock tree synthesis as 22690 ps.

Run:
- The run gives the number of violations of the max-capacitance limit as 0.
- The run gives the stage-log warning count as 30.

Hold path:
- The run gives the class of the worst hold path as register to register.

Status:
- The flow ran to the end, and the final reports show no timing, DRC or antenna violations.
[worst max-delay path, stage by stage]
cell and delay, ps:
sky130_fd_sc_hd__clkdlybuf4s50_1 450, sky130_fd_sc_hd__or4_1 610, sky130_fd_sc_hd__nor4_1 270, sky130_fd_sc_hd__nand3_1 210, sky130_fd_sc_hd__or3_1 470, sky130_fd_sc_hd__nor3b_1 380, sky130_fd_sc_hd__or2_2 250, sky130_fd_sc_hd__nand2_4 330
sky130_fd_sc_hd__buf_12 400
[worst paths after layout]
path | startpoint | cells after the start | end
setup / recovery | divisor[9] | 9 | resto[35]
hold / removal | quociente[30] | 2 | Lo[31]
setup reg to reg | div[0] | 19 | resto[63]
hold reg to reg | quociente[30] | 2 | Lo[31]
[cell type report]
class	count	area, µm²
Tap cell	672	841
Multi-Input combinational cell	1879	12700
Clock buffer	35	748
Fill cell	4847	27200
Timing Repair Buffer	145	1420
Inverter	119	452
Clock inverter	16	139
Sequential cell	230	6910
[flip-flops by register name, indices dropped and copies added, names as in the netlist]
register	cells
divzero	1
quociente	31
div	64
resto	64
counter	6
Lo	32
Hi	32
[stage by stage]
stage	hold WS, ps	util [%]	area [µm²]	total power, µW
after floorplan	552	-	20600	1720
after global placement	575	44.3	22300	2180
after detailed placement	577	44.3	22300	2180
after CTS	594	46.0	23200	2500
after global routing	610	46.0	23200	2690
final	587	46.0	23200	2490
[cells in the mapped netlist (all sizes together), types with 46 or more instances]
library cell	number	area, µm²
a21o	88	661
buf	46	248
xor2	100	876
edfxtp	230	6910
and2	51	322
o21ai	182	915
xnor2	116	1020
ha	132	1650
a21oi	166	868
nor2	202	758
clkbuf	69	264
inv	118	445
nand2	240	911
[layer usage]
layer  routed length (µm)  track usage [%]  share of wire, %
met5                   13                0             0.021
met4                 3050             9.90               5.0
met3                 2980             3.67               4.9
met2                29300             39.6                48
met1                26000             33.1                42
[power by group through the flow]
stage | combinational (µW) | sequential, µW | clock [µW]
finish | 1760 | 435 | 303
global route | 1930 | 442 | 318
CTS | 1750 | 437 | 308
[cell families (layout without fill, tap and decap cells)]
family / Yosys count / after routing / synth area share, %
AOI/OAI and AO/OA: 717 / 717 / 23.8
xor gates and xnor gates: 216 / 216 / 9.20
muxes: 44 / 44 / 2.18
buffers and inverters: 234 / 315 / 4.67
and+or+nand+nor: 768 / 768 / 18.3
DFF: 230 / 230 / 33.6
adders and majority gates: 134 / 134 / 8.23
Power is estimated from default activity; no workload was simulated.
